===== config.mk =====
export PLATFORM = sky130hd
export DESIGN_NAME = FP_MUL
export DESIGN_NICKNAME = FP_MUL
export VERILOG_FILES = /design/flow/design.v
export SDC_FILE = /design/flow/constraint.sdc
export NUM_CORES = 4
export LEC_CHECK = 1
export CORE_UTILIZATION = 30

===== constraint.sdc =====
current_design FP_MUL

set clk_period 36.7
set clk_io_pct 0.2

create_clock -name clk0 -period $clk_period [get_ports {CLK}]

set non_clock_inputs [all_inputs -no_clocks]
set_input_delay [expr $clk_period * $clk_io_pct] -clock clk0 $non_clock_inputs
set_output_delay [expr $clk_period * $clk_io_pct] -clock clk0 [all_outputs]

===== design.v =====
`timescale 1ns/10ps
module FP_MUL(CLK, RESET, ENABLE, DATA_IN, DATA_OUT, READY);
parameter n_stage=22;
parameter fp_latency=46; 
input         CLK;  
input         RESET;  
input         ENABLE;  
input   [7:0] DATA_IN;  
output  [7:0] DATA_OUT;  
output        READY;  
reg           READY;
reg     [4:0] counter_in;
reg           in_data_rdy;
reg     [7:0] output_Z [0:7];
reg     [7:0] DATA_OUT;
reg     [3:0] counter_out;
reg		[6:0] counter_self;
reg 	 	  A_sign,B_sign,Z_sign;
reg		[10:0]A_expo,B_expo;
reg		[11:0]AB_expo,Z_expo;
reg		[51:0]A_frac,B_frac;
reg		[54:0]A_frac_temp,B_frac_temp;
wire	[103:0]mult_AB_frac;
reg  	[103:0]AB_frac_temp;  
reg  	[54:0]AB_frac; 
reg		[54:0]one_temp;
reg		[54:0]Z_frac;
reg		[54:0]Z_frac_norm1;
reg 	[54:0]Z_frac_norm1_temp;
reg		[51:0]Z_frac_final;
reg    	[1:0]carry;
integer       fp_count;
integer       i;
always@(posedge CLK)
begin
	if(RESET) begin
    	counter_in <= 0;
 	end 
	else if (ENABLE && (counter_in < 5'd8) ) begin
    	counter_in <= counter_in + 1'b1;  
 	end 
	else if (ENABLE && (counter_in < 5'd15) ) begin
    	counter_in <= counter_in + 1'b1;
 	end 
	else if (counter_out == 4'd8) begin  
     	counter_in <= 0;     
	end
end
always@(posedge CLK)
begin
	if(RESET)
		counter_self <= 7'd0;
	else if(counter_self == (26 + fp_latency))
		counter_self <= 7'd0;
	else
		counter_self <= counter_self + 7'd1;
end
always@(posedge CLK)
begin
	if(RESET)begin
		A_sign <= 1'd0;
		B_sign <= 1'd0;
		Z_sign <= 1'd0;
	end else if(counter_self == 8) begin
		A_sign <= DATA_IN[7];
	end else if(counter_self == 16) begin
		B_sign <= DATA_IN[7];
	end else if(counter_self == 17) begin
		Z_sign <= A_sign ^ B_sign;
	end else if(counter_self == (26 + fp_latency))begin
		A_sign <= 1'd0;
		B_sign <= 1'd0;
		Z_sign <= 1'd0;
	end else begin
		A_sign <= A_sign;
		B_sign <= B_sign;
		Z_sign <= Z_sign;
	end
end
always@(posedge CLK)
begin
	if(RESET)begin
		A_expo <= 11'd0;
		B_expo <= 11'd0;
	end else if(counter_self == 7) begin
		A_expo[3:0] <= DATA_IN[7:4];
	end else if(counter_self == 8) begin
		A_expo[10:4] <= DATA_IN[6:0];
	end else if(counter_self == 15) begin
		B_expo[3:0] <= DATA_IN[7:4];
	end else if(counter_self == 16) begin
		B_expo[10:4] <= DATA_IN[6:0];
	end else if(counter_self == (17 + fp_latency))begin
		A_expo <= 11'd0;
		B_expo <= 11'd0;
	end else begin
		A_expo <= A_expo;
		B_expo <= B_expo;
	end
end	
always@(posedge CLK)
begin
	if(RESET)begin
		AB_expo <= 12'd0;
		Z_expo  <= 12'd0;
	end else if(counter_self < 16 ) begin
		AB_expo <= 12'd0;
		Z_expo  <= 12'd0;
	end else if(counter_self == (15 + n_stage + n_stage)) begin
		AB_expo <= A_expo + B_expo;
	end else if(counter_self == (15 + n_stage + n_stage + 1)) begin
			Z_expo <= AB_expo - 1023;
	end else if(counter_self == (16 + fp_latency))begin
			Z_expo <= Z_expo + carry ;
	end else if(counter_self == (26 + fp_latency))begin
		AB_expo <= 12'd0;
		Z_expo  <= 12'd0;
	end else begin
		AB_expo <= AB_expo;
		Z_expo  <= Z_expo;
	end
end
always@(posedge CLK)
begin
	if(RESET)begin
		A_frac <= 52'd0;
	end else if(counter_self == 1) begin
		A_frac[7:0] <= DATA_IN;
	end else if(counter_self == 2) begin
		A_frac[15:8] <= DATA_IN;
	end else if(counter_self == 3) begin
		A_frac[23:16] <= DATA_IN;
	end else if(counter_self == 4) begin
		A_frac[31:24] <= DATA_IN;
	end else if(counter_self == 5) begin
		A_frac[39:32] <= DATA_IN;
	end else if(counter_self == 6) begin
		A_frac[47:40] <= DATA_IN;
	end else if(counter_self == 7) begin
		A_frac[51:48] <= DATA_IN[3:0];
	end else if(counter_self == (15 + n_stage))begin
		A_frac <= 52'd0;
	end else begin
		A_frac <= A_frac;
	end
end	
always@(posedge CLK)
begin
	if(RESET)begin
		B_frac <= 52'd0;
	end else if(counter_self == 9) begin
		B_frac[7:0] <= DATA_IN;
	end else if(counter_self == 10) begin
		B_frac[15:8] <= DATA_IN;
	end else if(counter_self == 11) begin
		B_frac[23:16] <= DATA_IN;
	end else if(counter_self == 12) begin
		B_frac[31:24] <= DATA_IN;
	end else if(counter_self == 13) begin
		B_frac[39:32] <= DATA_IN;
	end else if(counter_self == 14) begin
		B_frac[47:40] <= DATA_IN;
	end else if(counter_self == 15) begin
		B_frac[51:48] <= DATA_IN[3:0];
	end else if(counter_self == (15 + n_stage))begin
		B_frac <= 52'd0;
	end else begin
		B_frac <= B_frac;
	end
end	
always@(posedge CLK)
begin
	if(RESET)begin
		A_frac_temp <= 55'd0;
		B_frac_temp <= 55'd0;
		AB_frac_temp <= 104'd0;
		AB_frac 	<= 55'd0;
		one_temp	<= 55'd0;
		Z_frac  	<= 55'd0;
		Z_frac_norm1 <= 55'd0;
		Z_frac_norm1_temp <= 55'd0;
		Z_frac_final <= 52'd0;
		carry <= 2'd0;
	end else if(counter_self <= (14 + n_stage)) begin
		A_frac_temp <= 55'd0;
		B_frac_temp <= 55'd0;
		AB_frac_temp <= 104'd0;
		AB_frac 	<= 55'd0;
		one_temp	<= 55'd0;
		Z_frac  	<= 55'd0;
		Z_frac_norm1 <= 55'd0;
		Z_frac_norm1_temp <= 55'd0;
		Z_frac_final <= 52'd0;
		carry <= 2'd0;
	end else if(counter_self == (15 + n_stage)) begin
			A_frac_temp[52:1] <= A_frac;
			B_frac_temp[52:1] <= B_frac;
	end else if(counter_self == (13 + n_stage + n_stage)) begin
			AB_frac_temp <= A_frac_temp[52:1] * B_frac_temp[52:1];
			one_temp[53] <= 1'd1;
	end else if(counter_self == (14 + n_stage + n_stage))begin
			Z_frac <= A_frac_temp + B_frac_temp + AB_frac_temp[103:51] + one_temp;
	end else if(counter_self == (14 + n_stage + n_stage + 1))begin
		if(Z_frac[54] == 1'd1)begin
			Z_frac_norm1 <= Z_frac >> 1;
			carry <= 2'd1;
		end else begin
			Z_frac_norm1 <= Z_frac;
		end
	end else if(counter_self == (14 + n_stage + n_stage + 2))begin
		if(Z_frac_norm1[0] == 1'd1)
			Z_frac_norm1_temp <= Z_frac_norm1 + 1'd1;
		else
			Z_frac_norm1_temp <= Z_frac_norm1;
	end else if(counter_self == (14 + n_stage + n_stage + 3))begin
			Z_frac_final <= Z_frac_norm1_temp[52:1];
	end else if(counter_self == (26 + fp_latency))begin
		A_frac_temp <= 55'd0;
		B_frac_temp <= 55'd0;
		AB_frac 	<= 55'd0;
		one_temp	<= 55'd0;
		Z_frac  	<= 55'd0;
		Z_frac_norm1 <= 55'd0;
		Z_frac_norm1_temp <= 55'd0;
		Z_frac_final <= 52'd0;
		carry <= 2'd0;
	end else begin
		A_frac_temp <= A_frac_temp;
		B_frac_temp <= B_frac_temp;
		AB_frac 	<= AB_frac;
		one_temp	<= one_temp;
		Z_frac  	<= Z_frac;
		Z_frac_norm1 <= Z_frac_norm1;
		Z_frac_norm1_temp <= Z_frac_norm1_temp;
		Z_frac_final <= Z_frac_final;
		carry <= carry;
	end
end
always@(posedge CLK)
begin
	if(RESET)
		for(i=0; i <= 7; i=i+1) output_Z[i] <= 0;
	else if(in_data_rdy)begin
		output_Z[7] <= {Z_sign,Z_expo[10:4]};
		output_Z[6] <= {Z_expo[3:0],Z_frac_final[51:48]};
		output_Z[5] <= Z_frac_final[47:40];
		output_Z[4] <= Z_frac_final[39:32];
		output_Z[3] <= Z_frac_final[31:24];
		output_Z[2] <= Z_frac_final[23:16];
		output_Z[1] <= Z_frac_final[15:8];
		output_Z[0] <= Z_frac_final[7:0];
	end else begin
		for(i=0; i <= 7; i=i+1) output_Z[i] <= output_Z[i];
	end
end
always@(posedge CLK)
begin
	if(RESET)
     in_data_rdy <= 1'b0;
  	else if (ENABLE && (counter_in < 5'd8) )
     in_data_rdy <= 1'b0;
  	else if (ENABLE && (counter_in < 5'd15))
     in_data_rdy <= 1'b0;
  	else if (ENABLE && !in_data_rdy)  
     in_data_rdy <= 1'b1;
  	else if (counter_out == 4'd8) 
     in_data_rdy <= 1'b0;   
end
always@(posedge CLK)
begin
  if(RESET) begin
     fp_count <= 0;
     READY <= 0;
     DATA_OUT <= 0;
     counter_out <= 0;
  end else if (in_data_rdy && (fp_count != fp_latency)) begin
     fp_count <= fp_count + 1'b1;
  end else if (in_data_rdy) begin  
     if(counter_out < 4'd8) begin
        DATA_OUT <= output_Z[counter_out];
        counter_out <= counter_out + 1'b1;
        READY <= 1'b1;
     end else begin
        READY <= 1'b0;
     end
  end else begin
     counter_out <= 0;
     fp_count <= 0;
  end
end
endmodule

===== run.sh =====
#!/bin/bash
# OpenROAD 26Q1-2900-gdf79404cd8, Yosys 0.63+post, stock flow scripts
make -C /OpenROAD-flow-scripts/flow DESIGN_CONFIG=/design/flow/config.mk WORK_HOME=/design/flow/orfs finish

==> metrics.sh <==
RUN_STATUS='finished, final reports clean'
MAX_FREQ_MHz=97.1
CLK_PIN_SLEW_WORST_PATHS_PS=60
NUMBER_OF_ITERATIONS_IN_THE_FIRST_DETAILED_ROUTING_PASS=6
TOP_AREA_CELL='fa_1'
PLACED_AREA_SQ_UM=120000
DETAILED_PLACE_HPWL_MICRONS=266000
CTS_ROOT_BUF='clkbuf_16'
TIMING.FINAL.CRIT_PERIOD_PS=10300
TIMING.CLOCK.SKEW_PS=29.3
CLOCK_PATH_BUFFERS=3
GLOBAL_ROUTE.OVERFLOW_TOTAL=0
DESIGN.CORE.AREA_SQ_UM=380000
POWER-PER-CELL-AREA_nW_PER_UM2=12.2
DIE_SPAN_X_MICRONS=620
SYNTH_CELL_TYPES=96
POST_SYNTH_AND_OR_NAND_NOR_AREA_FRACTION_PCT=17.2
GPL.FINAL_WEIGHTED_CONGESTION=0.998
TIMING.CRITICAL_PATH.REQUIRED_PS=37200
TIMING_MAX_TRANSITION_VIOLATIONS_FINAL=0
FINALPOWER_uW=1480
SYNTH_AREA_PER_CELL_SQ_UM=8.91
DR.FIRST_ITER.DRC_COUNT=4523
LEAKAGE_uW=0.0563
FIN_TNS_SETUP_PS=0
SETUP-VIOLATIONS-FINAL=0
SYNTH-AREA-YOSYS_SQ_UM=115000
POST_SYNTH_INSTANCE_AREA_SQ_UM=115000
VIASPERCELL=4.82
FINAL_AREA_SQ_UM=122000
CRITICAL-PATH-MAX-STAGE-DELAY_PS=770
SYNTH-XOR-AREA-SHARE_PCT=1.49
CLOCK_SINKS=644
SHARE_OF_FINAL_LAYOUT_STANDARD_CELLS_STRONGER_THAN_DRIVE_STRENGTH_1_PCT=4.10
FP.DIEAREA_SQ_UM=385000
CP_MAX_FO=40
GRT_START_MAX_NET_PINS=107
IO_BUFFERS=19
FILLCELLCOUNT=39187
EDF_COUNT=0
MOST_COMMON_CELL_TYPE_ON_THE_CRITICAL_PATH='fa_1'
DIE_HEIGHT_MICRONS=620
INSERTION_DELAY_LATE_PIN_PS=630
CTS_HOLD_BUF=0
SYNTH_STAT.CELLS=12872
WORSTSETUPPATHTYPE='flop to flop'
CELL_AREA_LEADERS='fa_1, dfxtp_1, inv_1'
SYNTH.YOSYS.WARNINGS=2
SETUP.WORST_PATH.START_CLASS='flop'
TIMING.CRITICAL_PATH.TO_TYPE='flop'
FIN_CELLS=17370
DRV.MAX_CAP_VIOLATION_COUNT=0
POSTSYNTHREGISTERBITS=644
REMAINING_DRC_ERRORS=0
YS_SH_AOI_PCT=6.47
SWITCHING_POWER_uW=327
FINALCOREUTILIZATION_PCT=32.1
PIN_COUNT=20
GRT_ANTENNA_BEFORE_REPAIR=12
WL_PER_CELL_MICRONS=20.0
POSTCTSRESIZEDCELLS=0
RSZ0062_AT_GRT='false'
YOSYS.AREA.TOP_TYPE_SHARE_PCT=44.5
FLOORPLAN.INITIALDENSITY_PCT=30.2
SYNTH.CELLMIX.ADDERSHARE_PCT=51.1
DETAIL_ROUTE.WIRELENGTH_MICRONS=348000
SW_FRAC_OF_TOTAL_PCT=22.0
SLOWEST_STAGE='dfxtp_2'
SHARE_CLK_OF_TOTAL_POWER_PCT=50.7
GRT_UTIL_ALL_LAYERS_PCT=19.6
POST_SYNTH_MOST_FREQUENT_CELLS='inv_1, fa_1, nand2_1'
SHARE_SEQ_OF_TOTAL_POWER_PCT=47.4
SYNTH_ASYNC_SR_FLOP_SHARE_PCT=0
CTS_BUFS_INSERTED=71
STAGE_LOG_WARNINGS=91
ROWS=226
NETLIST_LOGIC_FAMILY_TOP='adder cells'
POSTCTS_SETUP_BUFS=0
YS.FLOP_TYPE='dfxtp_1'
ROUTE.ANTENNA.REMAINING_NETS=0
CTS_TREE='done'
SYNTHESIS.INSTANCES=12872
YOSYSSEQAREASHARE_PCT=11.2
P_INT_uW=1160
CRITPATHARRIVALTIME_PS=10790
YOSYS-MUX-AREA-FRACTION_PCT=1.13
FIRST_PASS_GRT_WIRE_LENGTH_MICRONS=548000
AREA_GROWTH_SYN_TO_LAYOUT_PCT=6.45
SYNTH.MOST_COMMON_CELL='inv_1'
WORST_SLEW_PIN_SLEW_PS=1040
MIN_PATH_TYPE='flop to flop'
MAX-SLEW-MARGIN-REL_PCT=30.2
CTS-HTREE-LEVELS=3
PATH_DELAY_FAMILY='adder cells'
OVERALL_VIA_COUNT_FROM_DETAIL_ROUTE=83658
IR_WORST_VDD_V=0.0000290
WORSTPATHBUFFERINVERTERCOUNT=7
PLACED_CELLS_INCL_TAPS=17239
VIAS_IN_THE_FIRST_GLOBAL_ROUTE=89704
FINAL_HOLD_VIO_COUNT=0
CRIT_SHARE_POST_ROUTE_PCT=28.1
COMBPWRFRAC_PCT=1.9
## routing by layer
metal,up-vias,track usage [%],routed length (microns)
met5,-,1.74,991
met4,18,5.05,11300
met3,539,10.2,44900
met2,3549,29.5,156000
met1,42331,25.2,135000
li1,37221,-,-
## area by class of cell
type                       count  area, sq um  area share, %
multi-input combinational   8782        88800           72.8
sequential                   644        13000           10.7
inverter                    2555         9590           7.86
tap                         5016         6280           5.14
clock buffer                 103         2140           1.76
timing repair buffer         242         1880           1.54
clock inverter                22          295          0.242
antenna                        6         15.0         0.0123
## final timing paths
path                   startpoint                end  slack (ps)  cells past startpoint
hold / removal      counter_in[4]      counter_in[4]         450                      2
setup / recovery  B_frac_temp[12]  AB_frac_temp[102]       26400                     30
setup reg to reg  B_frac_temp[12]  AB_frac_temp[102]       26400                     30
hold reg to reg     counter_in[4]      counter_in[4]         450                      2
## worst min-delay path, stage by stage (launching register included)
cell and delay (ps):
dfxtp_1 310, nand2_1 50, a21oi_1 50
## placed cells by master, fill, tap and decap left out, types with 17 or more instances in the layout
| master | instances |
|---|---|
| clkdlybuf4s50_1 | 18 |
| fa_1 | 2551 |
| o21bai_1 | 39 |
| dfxtp_2 | 105 |
| and2_1 | 1225 |
| o21ai_0 | 135 |
| o21a_1 | 19 |
| nand4_1 | 73 |
| o21ai_1 | 22 |
| mux2i_1 | 121 |
| clkbuf_16 | 76 |
| a31oi_1 | 33 |
| nor3_1 | 53 |
| o211ai_1 | 17 |
| xor2_1 | 90 |
| or3_1 | 24 |
| nand2_1 | 1865 |
| a21oi_1 | 389 |
| nand3_1 | 202 |
| dfxtp_1 | 538 |
| nor2_1 | 564 |
| buf_4 | 222 |
| and3_1 | 46 |
| a21o_1 | 56 |
| inv_1 | 2555 |
| a211oi_1 | 76 |
| a22oi_1 | 237 |
| ha_1 | 604 |
| xnor2_1 | 105 |
## stage by stage
stage / hold slack [ps] / setup slack [ps]
after floorplan: 425 / 28240
after detailed placement: 446 / 26570
after CTS: 457 / 26530
after global routing: 478 / 25990
after global placement: 437 / 26470
final: 452 / 26400
## flip-flops by register name, indices dropped and copies added, names as in the netlist, 4 cells and up
| signal | flops |
|---|---|
| A_expo | 11 |
| AB_expo | 11 |
| counter_out | 4 |
| Z_frac_final | 52 |
| Z_frac | 55 |
| counter_self | 7 |
| Z_frac_norm1_temp | 52 |
| A_frac | 52 |
| B_expo | 11 |
| B_frac_temp | 52 |
| Z_expo | 11 |
| AB_frac_temp | 53 |
| output_Z | 64 |
| DATA_OUT | 8 |
| counter_in | 5 |
| Z_frac_norm1 | 53 |
| A_frac_temp | 52 |
| B_frac | 52 |
| fp_count | 32 |
## power by group through the flow
stage	logic [uW]	clock network (uW)	registers, uW
final	28.5	752	704
after CTS	27.9	762	703
after global routing	29.7	793	703
## kinds of logic after synthesis
kind of cell               count (synthesis)
xor gates and xnor gates                 195
and+or+nand+nor                         4161
adders and majority gates               3155
DFF                                      644
AOI/OAI and AO/OA                       1143
buffers and inverters                   3446
muxes                                    128
Power figures rest on the tool's default switching activity, not on a simulated workload.
